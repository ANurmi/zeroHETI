## config.mk

```make
export PLATFORM = sky130hd
export DESIGN_NAME = irq_gateway
export DESIGN_NICKNAME = irq_gateway
export VERILOG_FILES = /design/flow/design.v
export SDC_FILE = /design/flow/constraint.sdc
export NUM_CORES = 4
export LEC_CHECK = 1
export CORE_UTILIZATION = 40
```

## constraint.sdc

```tcl
current_design irq_gateway

set clk_period 1.2
set clk_io_pct 0.2

create_clock -name clk0 -period $clk_period [get_ports {clk_i}]

set non_clock_inputs [all_inputs -no_clocks]
set_input_delay [expr $clk_period * $clk_io_pct] -clock clk0 $non_clock_inputs
set_output_delay [expr $clk_period * $clk_io_pct] -clock clk0 [all_outputs]
```

## design.v

```verilog
module irq_gateway #(
  parameter int unsigned NrInputs = 32
)(
  input  logic                clk_i,
  input  logic                rst_ni,
  input  logic [NrInputs-1:0] trig_type_i,
  input  logic [NrInputs-1:0] trig_polarity_i,
  input  logic [NrInputs-1:0] irqs_i,
  input  logic [NrInputs-1:0] ip_i,
  output logic [NrInputs-1:0] irqs_o
);
logic [NrInputs-1:0] irqs_d, irqs_q;
assign irqs_d = irqs_i;
always @(posedge clk_i) begin
  if (~rst_ni) begin
    irqs_q <= '0;
  end else begin
    irqs_q <= irqs_d;
  end
end
for (genvar i=0; i<NrInputs; i++) begin : g_lines
  always_comb begin : output_assign
    irqs_o[i] = 1'b0;
    unique case ({trig_polarity_i[i], trig_type_i[i]})
      2'b00: begin  
        irqs_o[i] = irqs_i[i] & ~irqs_q[i];
      end
      2'b01: begin  
        irqs_o[i] = irqs_i[i] & irqs_q[i] & ~ip_i[i];
      end
      2'b10: begin  
        irqs_o[i] = ~irqs_i[i] & irqs_q[i];
      end
      2'b11: begin  
        irqs_o[i] = ~irqs_i[i] & ~irqs_q[i] & ~ip_i[i];
      end
      default:;
    endcase
  end : output_assign
end : g_lines
endmodule : irq_gateway
```

## run.sh

```bash
#!/bin/bash
# OpenROAD 26Q1-2900-gdf79404cd8, Yosys 0.63+post, stock flow scripts
make -C /OpenROAD-flow-scripts/flow DESIGN_CONFIG=/design/flow/config.mk WORK_HOME=/design/flow/orfs finish
```

==> results_dict.tcl <==
# implementation run metrics
set metrics [dict create \
    yosysMostFrequentCell "nor2b_1" \
    p_leak_nw 1.73 \
    required_ns 0.96 \
    num_vias 2804 \
    warning_count 28 \
    cts.htree.levels 2 \
    final_area_sq_um 4240 \
    drive_gt1_share_pct 25.7 \
    drt_iter0_markers 68 \
    critPathLaunchType "flip-flop" \
    synthTopLogicFamily "simple AND/OR/NAND/NOR gates" \
    power.density_nw_per_um2 703 \
    first_global_vias 2407 \
    grt_pass1_wl_mm 10.1 \
    reg_top3 "irqs_q: 32 flops" \
    ys_seq_share_pct 25.7 \
    postLayoutSetupSlackWorst_ns -0.202 \
    track_usage_pct 19.8 \
    cts-root-buf "clkbuf_8" \
    gp_congestion 0.789 \
    outcome "finished with violations" \
    die_y_microns 81.0 \
    port_buffers 161 \
    yosys_area_sq_um 2500 \
    holdCritPathClass "input port to flip-flop" \
    synthArstFlopShare_pct 0 \
    cts_buffers 5 \
    wl_per_cell_microns 12.0 \
    place_area_sq_um 4240 \
    ir_drop_mv 0.379 \
    path_clk_slew_ns 0.07 \
    arrival_ns 1.16 \
    drv_cap 0 \
    hold_violations 0 \
    ff_type "dfxtp_1" \
    edf_count 0 \
    viasPerCell 4.92 \
    top_area_cell "dfxtp_1" \
    mux_share_pct 0 \
    route.detailed.drc 0 \
    period_needed_ns 1.40 \
    cp-startpoint "irqs_q[11]$_SDFF_PN0_" \
    initCoreUtil_pct 41.9 \
    clk_path_buf_depth 2 \
    endpoint "irqs_o[11]" \
    drt-pass1-iter-count 4 \
    worst_hold_slack_ns 0.575 \
    coreArea_sq_um 5960 \
    ys_sh_adder_pct 0 \
    xor_area_share_pct 0 \
    syn_to_final_growth_pct 69.7 \
    synthTopCellsByArea "dfxtp_1 (26%), nor2b_1 (16%), nor3b_2 (16%)" \
    dieArea_sq_um 6560 \
    yosysCellCount 323 \
    numSynthFlops 32 \
    crit_fanout 4 \
    violations "setup timing" \
    largest_reg_flops 32 \
    syn-mean-instance-area_sq_um 7.73 \
    yosys.area.top_type_share_pct 25.7 \
    drv_slew 0 \
    fmax_mhz 713 \
    ant_nets 0 \
    io_pins 162 \
    num_rows 28 \
    max_flop_register "irqs_q" \
    ys_warn_count 1 \
    cts.sinks 32 \
    relSlewSlack_pct 86.9 \
    synthCells 323 \
    cts_tree "built" \
    end_kind "primary output" \
    synth-compound-area-share_pct 20.8 \
    grt-ovfl-total 0 \
    dp_hpwl_mm 5.29 \
    ys_sh_simple_pct 52.9 \
    synth_area_sq_um 2500 \
    rsz0062_at_grt "true" \
    setup_viol 32 \
    antenna_found_initial 1 \
    critPathKind "flip-flop to primary output" \
    grt_max_degree 24 \
    chipWidth_microns 81.0 \
    layout_worst_path_cycle_share_pct 117 \
    tightest_slew_ns 0.197 \
    drt_wl_total_mm 6.84 \
    yosysUniqueCellTypes 10 \
]
-- worst max-delay path, stage by stage, from the launching register on --
cell and delay (ns):
dfxtp_2 0.34, nor3b_2 0.17, o21ai_1 0.08, o22ai_1 0.16, buf_2 0.14
-- layout by cell type (no fill, tap or decap) --
master	netlist	routed
a21oi_1	32	32
and2_1	32	32
buf_12	0	1
buf_2	0	32
buf_4	0	4
clkbuf_1	0	2
clkbuf_8	0	6
clkdlybuf4s50_1	0	65
dfxtp_2	0	29
dfxtp_4	0	3
diode_2	0	1
dlygate4sd2_1	0	64
nand2b_1	32	32
nor2_1	32	32
nor2b_1	64	44
nor2b_2	0	10
nor2b_4	0	10
nor3b_2	32	32
o21ai_1	32	32
o22ai_1	32	32
-- layout make-up --
type | count | area [sq um]
antenna | 1 | 2.50
clock buffer | 8 | 90.1
fill | 502 | 1720
multi-input combinational | 288 | 1940
sequential | 32 | 688
tap | 75 | 93.8
timing repair buffer | 166 | 1420
-- how the worst min path moves through the flow --
stage	from	end	cells after the start
4_1_cts	irqs_i[28]	irqs_q[28]$_SDFF_PN0_	2
5_1_grt	irqs_i[27]	irqs_q[27]$_SDFF_PN0_	2
6_report	irqs_i[0]	irqs_q[0]$_SDFF_PN0_	2
-- routing by layer --
layer  track usage (%)  vias to the layer above  wire, microns
li1                  -                     1481              -
met1              26.6                     1211           3110
met2              33.0                      106           3030
met3              5.36                        6            620
met4              2.68                        0             77
met5                 0                        -              0
-- through the flow --
step	setup TNS [ns]	power, mW	utilization (%)	setup slack [ns]	instances
after global routing	-6.97	3.16	71.2	-0.275	570
final	-4.49	2.98	71.2	-0.202	570
after global placement	-20.74	2.23	71.2	-0.677	561
after detailed placement	-21.30	2.25	71.2	-0.714	561
after CTS	-5.07	2.99	69.4	-0.213	569
after floorplan	0	1.54	-	0.322	323
-- report_power, final --
| part | leakage [nW] | total (mW) | internal [mW] | switching (mW) |
|---|---|---|---|---|
| Combinational | 1.40 | 0.935 | 0.614 | 0.321 |
| Sequential | 0.276 | 1.19 | 1.13 | 0.0623 |
| Clock | 0.0455 | 0.854 | 0.468 | 0.387 |
-- logic make-up (layout without fill, tap and decap cells) --
group | count (synthesis) | count (layout)
simple gates | 192 | 192
compound gates | 96 | 96
flops | 32 | 32
buf+inv | 3 | 174
other cells | 0 | 1
-- what timing repair did --
action                                 in CTS  in global routing
pin swaps                                  65                 23
endpoints found under the hold margin       0                  0
setup endpoints to repair                  32                 32
setup buffers                               0                  0
hold buffers                                0                  0
gates resized                             193                 26
Power figures rest on the tool's default switching activity, not on a simulated workload.
