`flow/config.mk`:
```
export PLATFORM = sky130hd
export DESIGN_NAME = apb_mtimer
export DESIGN_NICKNAME = apb_mtimer
export VERILOG_FILES = /design/flow/design.v
export SDC_FILE = /design/flow/constraint.sdc
export NUM_CORES = 4
export LEC_CHECK = 1
export CORE_UTILIZATION = 30
```
`flow/constraint.sdc`:
```
current_design apb_mtimer

set clk_period 11.5
set clk_io_pct 0.2

create_clock -name clk0 -period $clk_period [get_ports {clk_i}]

set non_clock_inputs [all_inputs -no_clocks]
set_input_delay [expr $clk_period * $clk_io_pct] -clock clk0 $non_clock_inputs
set_output_delay [expr $clk_period * $clk_io_pct] -clock clk0 [all_outputs]
```
`flow/design.v`:
```
module apb_mtimer#(
)(
  input  logic        clk_i,
  input  logic        rst_ni,
  input  logic        penable_i,
  input  logic        pwrite_i,
  input  logic [31:0] paddr_i,
  input  logic        psel_i,
  input  logic [31:0] pwdata_i,
  output logic [31:0] prdata_o,
  output logic        pready_o,
  output logic        pslverr_o,
  output logic [63:0] mtime_o,
  output logic        timer_irq_o
);
localparam logic [2:0] MTimeAddrLow      = 3'b000;
localparam logic [2:0] MTimeAddrHigh     = 3'b001;
localparam logic [2:0] MTimeCmpAddrLow   = 3'b010;
localparam logic [2:0] MTimeCmpAddrHigh  = 3'b011;
localparam logic [2:0] CtrlAddr          = 3'b100;
logic [63:0] mtime_q, mtime_d;
logic [31:0] mtime_hi, mtime_lo;
logic [63:0] mtimecmp_q;
logic [31:0] mtimecmp_hi, mtimecmp_lo;
logic [2:0] prescaler_q, prescaler_d;
logic [2:0] counter_q, counter_d;
logic       enable_q, enable_d;
assign mtime_o = mtime_q;
logic [2:0] int_addr;
assign int_addr = paddr_i[4:2];
always_ff @(posedge clk_i or negedge rst_ni)
  begin
    if(~rst_ni) begin
      mtime_q     <= '0;
      mtimecmp_q  <= '0;
      prescaler_q <= '0;
      enable_q    <= '0;
      counter_q   <= '0;
    end else begin
      mtime_q     <= mtime_d;
      mtimecmp_q  <= {mtimecmp_hi, mtimecmp_lo};
      prescaler_q <= prescaler_d;
      enable_q    <= enable_d;
      counter_q   <= counter_d;
    end
  end
always_comb
  begin
    mtime_d   = mtime_q;
    counter_d = 0;
    if (penable_i && pwrite_i) begin
      mtime_d = {mtime_hi, mtime_lo};
    end else if (enable_q) begin
      counter_d = counter_q + 1;
      if (counter_q == prescaler_q) begin
        counter_d = 0;
        mtime_d = mtime_q + 1;
      end
    end
  end
always_comb
  begin : apb_access
    mtime_hi    = mtime_q[63:32];
    mtime_lo    = mtime_q[31:0];
    mtimecmp_hi = mtimecmp_q[63:32];
    mtimecmp_lo = mtimecmp_q[31:0];
    prdata_o    = '0;
    prescaler_d = prescaler_q;
    enable_d    = enable_q;
    if (penable_i) begin
      if (pwrite_i) begin  
        case (int_addr)
          MTimeAddrLow:     mtime_lo    = pwdata_i;
          MTimeAddrHigh:    mtime_hi    = pwdata_i;
          MTimeCmpAddrLow:  mtimecmp_lo = pwdata_i;
          MTimeCmpAddrHigh: mtimecmp_hi = pwdata_i;
          CtrlAddr: begin
            enable_d    = pwdata_i[0];
            prescaler_d = pwdata_i[10:8];
          end
          default:;
        endcase
      end else begin  
        case (int_addr)
          MTimeAddrLow:     prdata_o = mtime_q[31:0];
          MTimeAddrHigh:    prdata_o = mtime_q[63:32];
          MTimeCmpAddrLow:  prdata_o = mtimecmp_q[31:0];
          MTimeCmpAddrHigh: prdata_o = mtimecmp_q[63:32];
          CtrlAddr: begin
            prdata_o[0]    = enable_q;
            prdata_o[10:8] = prescaler_q;
          end
          default:;
        endcase
      end
    end
  end : apb_access
assign pslverr_o = '0;
assign pready_o = penable_i;
assign timer_irq_o = (mtime_q >= mtimecmp_q) & enable_q;
endmodule
```
`flow/run.sh`:
```
#!/bin/bash
# OpenROAD 26Q1-2900-gdf79404cd8, Yosys 0.63+post, stock flow scripts
make -C /OpenROAD-flow-scripts/flow DESIGN_CONFIG=/design/flow/config.mk WORK_HOME=/design/flow/orfs finish
```
==> flow_metrics.tcl <==
# metrics dict for downstream scripts
set metrics [dict create \
    status "finished, final reports clean" \
    clock_sinks 135 \
    ys_warn_count 1 \
    power_mw 2.37 \
    setup_violations 0 \
    yosysMostFrequentCell "a21oi_1" \
    setup_slack_ns 3.86 \
    finalCritPeriodShare_pct 66.4 \
    r2r_slack_ns 8.37 \
    clk_latency_ns 0.42 \
    setup_tns_ns 0 \
    yosysCellCount 1048 \
    avgViaCountPerCell 5.58 \
    hold_viol 0 \
    grt-ovfl-total 0 \
    root_buffer "clkbuf_16" \
    path_clk_slew_ns 0.05 \
    max_freq_ghz 0.131 \
    synthToLayoutAreaGrowth_pct 25.7 \
    antenna_found_initial 0 \
    core_sq_um 29600 \
    ctsResizeCount 0 \
    tightest_slew_ns 1.10 \
    synth.cell_area_sq_um 9050 \
    cp-endpoint "prdata_o[24]" \
    ant_nets 0 \
    p_leak_nw 4.57 \
    grt_max_degree 71 \
    postSynthAreaPerCell_sq_um 8.63 \
    async_flop_share_pct 100 \
    power_frac_clock_pct 22.2 \
    comb_power_share_pct 38.7 \
    fin_crit_ns 7.64 \
    power_density_nw_per_um2 209 \
    worstReg2RegEnd "mtime_q[38]" \
    worstPathArrival_ns 5.34 \
    die_area_sq_um 30900 \
    antenna_cells 0 \
    die_y_um 176 \
    avgRoutedWirePerCell_um 20.1 \
    htreeDepth 4 \
    fin_skew_ns 0.00713 \
    holdCritStartpoint "counter_q[0]" \
    drcViolationCount 0 \
    seq_power_share_pct 39.1 \
    cp.required_ns 9.20 \
    cts_tree "yes" \
    ys_top_cells_by_count "143 x a21oi_1, 135 x dfrtp_1, 102 x nand2_1" \
    gp_congestion 0.910 \
    io_pins 168 \
    grt_use_total_pct 21.1 \
    fp-row-count 63 \
    startpoint "paddr_i[3]" \
    sw_frac_of_total_pct 38.5 \
    ff_type "dfrtp_1" \
    slew_headroom_pct 24.7 \
    critPathCaptureType "primary output" \
    clk_path_buf_depth 2 \
    hold_class "reg -> reg" \
    grt_pass1_wl_um 48800 \
    top_cell_area_share_pct 37.3 \
    warning_count 55 \
    edf_count 0 \
    cts_buffers 17 \
    synthCells 1048 \
    maxCapViolCount 0 \
    drt_iter0_markers 669 \
    postCtsSetupBuffers 0 \
    hpwl_um 22600 \
    worst-setup-path-type "in -> out" \
    fillers 3030 \
    fp_util_pct 30.5 \
    wl_um 31300 \
    vdd_drop_max_v 0.0000878 \
    cp_max_fo 15 \
    drv_slew 0 \
    grt_pass1_vias 8309 \
    internal-power_mw 1.46 \
    ys_area_sq_um 9050 \
    place_ws_ns 3.87 \
    first_pass_iters 5 \
    synthTopCellsByArea "dfrtp_1 37%, ha_1 9.1%, a21oi_1 7.9%, a22oi_1 5.1%, mux2_2 4.5%" \
    drive_gt1_share_pct 9.50 \
    grt_setup_unrepaired "no" \
    worstReg2RegStart "mtime_q[1]" \
    yosysUniqueCellTypes 68 \
    rr_worst_depth 8 \
    dr_total_vias 8702 \
    largest_area_cell "dfrtp_1" \
    port_buffers 136 \
    hold_buffers 0 \
    ys_ff 135 \
    fp.dieW_um 176 \
    net-switching-power_mw 0.914 \
    ys_seq_share_pct 37.3 \
    cp-start-kind "primary input" \
]
## cells by family after synthesis
logic type	share of synthesized area (%)
mux	5.03
other cells	0.0414
compound gates	26.7
simple gates	15.1
xor+xnor	0.387
buf+inv	6.28
flops	37.3
fa+ha+maj	9.13
## final cells by class
type / count / area [sq um] / share of cell area (%)
Clock buffer: 21 / 460 / 4.05
Clock inverter: 9 / 103 / 0.902
Inverter: 75 / 282 / 2.48
Multi-Input combinational cell: 772 / 5140 / 45.2
Sequential cell: 135 / 3380 / 29.7
Tap cell: 390 / 488 / 4.29
Timing Repair Buffer: 157 / 1520 / 13.4
## worst min-delay path by stage
stage,endpoint,slack [ns],cells past startpoint
finish,counter_q[0],0.48,1
global route,counter_q[0],0.50,1
CTS,counter_q[0],0.48,1
## per-layer routing
metal / wire, um / vias up / GRT usage (%)
met2: 13600 / 365 / 30.6
met4: 920 / 0 / 5.65
li1: - / 4119 / -
met5: 0 / - / 0
met1: 14100 / 4166 / 31.4
met3: 2660 / 52 / 5.81
## power by group through the flow
stage     Sequential (mW)  Clock, mW  Combinational [mW]
4_1_cts             0.926      0.539               0.919
5_1_grt             0.963      0.557                1.04
6_report            0.927      0.528               0.918
## sequential cells by signal, summed over array words and instances, names as in the netlist
| register | flops |
|---|---|
| enable_q | 1 |
| prescaler_q | 3 |
| counter_q | 3 |
| mtime_q | 64 |
| mtimecmp_q | 64 |
## critical path, cell delays in order
cell             delay [ns]
clkdlybuf4s50_1        0.86
inv_1                  0.21
nor2_2                 0.74
buf_4                  0.38
a22oi_1                0.12
a21oi_1                0.20
clkdlybuf4s50_1        0.50
## placed cells by master (no fill, tap or decap), drive strengths merged, types with 29 or more instances in the layout
master	synthesis	routed
ha	66	66
a22oi	62	62
a21oi	143	143
o21ai	78	78
clkdlybuf4s50	0	135
dfrtp	135	135
o22ai	29	29
nand2	102	102
inv	75	75
nor2	53	53
mux2	36	36
## through the flow
stage               instances  cell area [sq um]  hold slack, ns  util, %
finish                   1559              11400           0.484     38.4
global route             1559              11400           0.502     38.4
CTS                      1559              11400           0.483     38.4
detailed placement       1529              10800           0.471     36.5
global placement         1529              10800           0.475     36.5
floorplan                1048               9050           0.448        -
Power figures rest on the tool's default switching activity, not on a simulated workload.
